==> flow/design.v <==
module both_edge_detect (
    input wire [7:0] in,
    input clk,
    output reg [7:0] anyedge
);
    reg [7:0] prev_in;
    always @(posedge clk) begin  
        prev_in<=in;             
        anyedge <= in^prev_in;   
    end
endmodule
==> flow/run.sh <==
#!/bin/bash
# OpenROAD 26Q1-2900-gdf79404cd8, Yosys 0.63+post, stock flow scripts
make -C /OpenROAD-flow-scripts/flow DESIGN_CONFIG=/design/flow/config.mk WORK_HOME=/design/flow/orfs finish
==> flow/config.mk <==
export PLATFORM = sky130hd
export DESIGN_NAME = both_edge_detect
export DESIGN_NICKNAME = both_edge_detect
export VERILOG_FILES = /design/flow/design.v
export SDC_FILE = /design/flow/constraint.sdc
export NUM_CORES = 4
export LEC_CHECK = 1
export CORE_AREA = 10 10 70 70
export DIE_AREA = 0 0 80 80
==> flow/constraint.sdc <==
current_design both_edge_detect

set clk_period 1.1
set clk_io_pct 0.2

create_clock -name clk0 -period $clk_period [get_ports {clk}]

set non_clock_inputs [all_inputs -no_clocks]
set_input_delay [expr $clk_period * $clk_io_pct] -clock clk0 $non_clock_inputs
set_output_delay [expr $clk_period * $clk_io_pct] -clock clk0 [all_outputs]
==> impl_metrics.csv <==
group,metric,value,unit
status,status,"finished, final reports clean",
placed_design,io_buffer_count,16,
routing,ant_nets,0,
clock_tree,postCtsHoldBufs,0,
yosys,syn_area_per_cell,16.27,um^2
clock_tree,cts_buffer_depth,2,
worst_setup_path,crit_required,0.88,ns
finish,utilization,18.17,%
final_timing,worst_pin_slew,0.1181,ns
final_timing,maxSlewHeadroom,92.10,%
yosys,yosys.area_share.simple,0,%
yosys,ys_types,2,
worst_setup_path,crit_path_max_fanout,1,
power_and_ir_drop,pwr-share-seq,63.2,%
worst_hold_path,hp-class,"register to register",
yosys,area_leaders,"dfxtp_1 (82%), xor2_1 (18%)",
worst_setup_path,path_cells,"dlygate4sd2_1",
routing,wl_per_cell,7.573,um
worst_setup_path,slowest_stage,"dfxtp_1",
grt,grt_max_degree,9,
clock_tree,clock_latency,0.27,ns
power_and_ir_drop,power_frac_comb,8.2,%
clock_tree,cts_setup_buffers,0,
worst_setup_path,cp-end-kind,"output pin",
clock_tree,cts_sinks,16,
grt,antenna_found_initial,0,
routing,avgViaCountPerCell,2.292,
job,maxCapViolations,0,
worst_setup_path,start_kind,"register",
power_and_ir_drop,switching_share,18.97,%
clock_tree,path_clk_slew,0.09,ns
final_timing,hold_viol_final,0,
worst_setup_path,cp_data_arrival_time,0.81,ns
final_timing,fin_crit,1.030,ns
routing,drc,0,
power_and_ir_drop,p_int,816.1,uW
final_timing,timing.final.crit_share,93.67,%
routing,dr.pass1.iters,2,
final_timing,clock.fmax,0.9706,GHz
clock_tree,numCtsBuffers,3,
yosys,yosysSeqAreaShare,82.05,%
yosys,top_area_share,82.05,%
die,dieWidth,80,um
power_and_ir_drop,powerDensity,1623,mW/mm^2
worst_setup_path,cp_slowest_stage_delay,0.30,ns
final_timing,drv_slew,0,
final_timing,rsz0062_at_grt,"no",
placed_design,place.gp.congestion,0.5909,
finish,drive_gt1_share,6.977,%
yosys,compound_area_share,0,%
yosys,ys_chip_area,390.4,um^2
yosys,synthTopLogicFamily,"XOR/XNOR gates",
routing,via_count,204,
final_timing,setup_violations,0,
routing,dr.first_iter.drc_count,20,
die,die_h,80,um
worst_setup_path,path_delay_family,"flip-flops",
yosys,syn_inst,24,
clock_tree,cts_tree,"done",
routing,antennaDiodeCount,0,
yosys,synth_top_cell_by_area,"dfxtp_1",
die,coreArea,0.003416,mm^2
yosys,syn-cell-area,390.4,um^2
worst_setup_path,path_buffers,1,
grt,grt_usage,2.079,%
yosys,synth_flops,16,
placed_design,hpwl,585.1,um
grt,gr-total-overflow,0,
power_and_ir_drop,power.switching,191.1,uW
routing,wl,674,um
die,ios,17,
power_and_ir_drop,power_leakage,0.2564,nW
clock_tree,post_cts_resized,8,
power_and_ir_drop,clock_power_share,28.6,%
clock_tree,ctsHtreeMaxLevel,1,
yosys,yosys.area_share.xor_xnor,17.95,%
final_timing,fin_setup_tns,0,ns
die,rows,21,
job,warnings,25,
die,fp_util,11.43,%
yosys,synthAdderAreaFrac,0,%
grt,grt_pass1_wl,1.048,mm
final_timing,skew,0.0002167,ns
yosys,synthMuxAreaShare,0,%
clock_tree,cts_root_buf,"clkbuf_4",
worst_setup_path,critPathKind,"register to output pin",
die,die_area,0.006400,mm^2
yosys,ys_cells,24,
finish,syn2layout_area_growth,58.97,%
yosys,yosysWarningCount,1,
grt,grt_pass1_vias,216,
power_and_ir_drop,ir_drop,0.2370,mV
-- worst paths after layout --
kind,from,endpoint,slack (ns),cells past startpoint
worst min-delay path,prev_in[4],anyedge[4],0.43,1
worst max register to register,prev_in[2],anyedge[2],0.53,1
worst min register to register,prev_in[4],anyedge[4],0.43,1
worst max-delay path,anyedge[5],anyedge[5],0.07,1
-- area by class of cell --
| class | count | area, um^2 |
|---|---|---|
| Timing Repair Buffer | 16 | 150.1 |
| Fill cell | 376 | 2795 |
| Tap cell | 46 | 57.56 |
| Sequential cell | 16 | 320.3 |
| Clock buffer | 3 | 22.52 |
| Multi-Input combinational cell | 8 | 70.07 |
-- cell families (layout without fill, tap and decap cells) --
logic type                Yosys count  after routing
xor gates and xnor gates            8              8
buffers and inverters               0             19
DFF                                16             16
-- sequential cells by signal, indices dropped and copies added (netlist names) --
signal   count
prev_in      8
anyedge      8
-- power by group through the flow --
stage     Sequential, mW  Clock (mW)  Combinational, mW
5_1_grt            0.642       0.336             0.0921
6_report           0.637       0.288             0.0824
4_1_cts            0.638       0.309             0.0861
-- cell usage in the layout, fill, tap and decap left out, drive strengths merged --
master	netlist	final
dfxtp	16	16
clkdlybuf4s50	0	8
dlygate4sd2	0	8
clkbuf	0	3
xor2	8	8
-- through the flow --
stage / std cells / power (mW) / area (um^2) / hold WS (ns) / worst slack (ns)
floorplan: 24 / 0.6594 / 390.4 / 0.2477 / 0.5599
global route: 89 / 1.070 / 620.6 / 0.4155 / 0.007458
CTS: 89 / 1.033 / 620.6 / 0.4229 / 0.03940
global placement: 86 / 0.7575 / 608.1 / 0.4156 / 0.1160
detailed placement: 86 / 0.7591 / 608.1 / 0.4140 / 0.1133
finish: 89 / 1.007 / 620.6 / 0.4254 / 0.06966
-- per-layer routing --
metal | global-route usage, % | share of wire [%]
met5 | 0 | 0
met4 | 0.7042 | 0
met3 | 1.364 | 12
met2 | 3.451 | 50
met1 | 2.046 | 37
-- synth_stat cells (all sizes together) --
cell type and number:
dfxtp 16, xor2 8
Power and IR drop assume default switching activity.
