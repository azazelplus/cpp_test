**design.v**
```verilog
module light(
	input clk,
	input rst,
	output [15:0] led
);
	reg [15:0]led_reg;
	assign led = led_reg;
	parameter breath_time = 5000000;	 
	reg [31:0] count;	 
	always @(posedge clk)begin
		if(rst) begin
			led_reg<=1;
			count<=0;
		end else begin
			if(count ==0) led_reg<={led_reg[14:0],led_reg[15]};
			count <= (count==breath_time) ? 32'b0 : count+32'b1;
		end
	end
endmodule
```
**run.sh**
```bash
#!/bin/bash
# OpenROAD 26Q1-2900-gdf79404cd8, Yosys 0.63+post, stock flow scripts
make -C /OpenROAD-flow-scripts/flow DESIGN_CONFIG=/design/flow/config.mk WORK_HOME=/design/flow/orfs finish
```
**config.mk**
```make
export PLATFORM = sky130hd
export DESIGN_NAME = light
export DESIGN_NICKNAME = light
export VERILOG_FILES = /design/flow/design.v
export SDC_FILE = /design/flow/constraint.sdc
export NUM_CORES = 4
export LEC_CHECK = 1
export CORE_UTILIZATION = 50
```
**constraint.sdc**
```tcl
current_design light

set clk_period 3.8
set clk_io_pct 0.2

create_clock -name clk0 -period $clk_period [get_ports {clk}]

set non_clock_inputs [all_inputs -no_clocks]
set_input_delay [expr $clk_period * $clk_io_pct] -clock clk0 $non_clock_inputs
set_output_delay [expr $clk_period * $clk_io_pct] -clock clk0 [all_outputs]
```
==> reports/results.tsv <==
stage	metric	value	unit
clock_network	setup repair bufs after CTS	0	
drt	drt pass-1 iters	4	
power	PwrDens	374	nW/um^2
die	die span in y	68.9	um
clock_network	clock-pin slew on the worst setup and hold paths	90	ps
global_route	Tot GR Track Use	0.220	
final_timing	max_slew headroom	0.520	
final_timing	Final Cycle Share	0.683	
synth	Top-area cell share	0.429	
drt	# DRC	0	
worst_hold_path	HP Class	register to register	
drt	total wire length	4.80	mm
final_timing	clock skew	4.42	ps
final_timing	max-slew violations	0	
critical_path	required time worst endpoint	3960	ps
synth	synth warn	1	
die	Core ar.	4140	sq um
critical_path	CP arrival	2760	ps
clock_network	CTS tree	done	
flow_run	Max-Cap Viols	0	
finish	Final Core Density	0.597	
drt	DRT antenna net count	0	
synth	sequential share of the synthesized area	0.429	
die	fp util	0.540	
flow_run	OpenROAD warnings	28	
synth	number of cells in Yosys stat	258	
drt	vias per inst	6.18	
final_timing	Hold Fails Final Rpt	0	
drt	ANT cells	0	
worst_hold_path	Hold EP	count[0]	
global_route	first-pass GRT wire length	7.75	mm
die	io pins	18	
clock_network	clk buf depth	2	
place	DP HPWL	3.17	mm
place	Final GP Congestion	0.863	
worst_hold_path	worst hold stages	1	
worst_hold_path	hold wc startpoint	count[0]	
global_route	grt total ovfl	0	
status	outcome	finished, final reports clean	
clock_network	cts hold-fix bufs	0	
finish	layout cells sized above 1	0.0485	
drt	vias	1966	
drt	DR WL/cell	15.1	um
die	die area	4750	sq um
synth	Synth area leader	dfxtp_1	
critical_path	R2R Path Start	count[0]	
critical_path	Critical Path End Type	register	
final_timing	Worst-Margin Slew	717	ps
clock_network	worst skew pair latency	300	ps
die	site row count	23	
finish	max FFs per register	32	
synth	commonest cells in the netlist	48 x dfxtp_1, 32 x a21oi_1, 30 x nand4_1	
critical_path	critical-path cell list	inv_1, ha_1, nor4b_1, and4_1, a31o_2, nor2_1	
critical_path	crit-path max FO	32	
critical_path	crit path kind	register to register	
clock_network	H-Tree Level Count	2	
synth	Post-synth regs	48	
final_timing	final setup fails	0	
synth	Largest cells by area	dfxtp_1 43%, nand4_1 8.4%, a21oi_1 7.2%	
power	maximum vdd drop	301	uV
final_timing	min cycle time layout	2590	ps
final_timing	RSZ-0062 raised after global routing	false	
final_timing	max frequency	386	MHz
global_route	largest net degree at the start of global routing	33	
critical_path	worst reg2reg path endpoint	count[4]	
synth	EDFF count, synth	0	
clock_network	clock buffer count from CTS	5	
critical_path	Worst Reg-to-Reg Cells	6	
clock_network	clock root buffer master	clkbuf_8	
synth	post-synthesis chip area from yosys	2240	sq um
power	leakage power	0.783	nW
global_route	vias in the first global route	1651	
clock_network	Num Clock Sinks	48	
synth	most used flip-flop cell	dfxtp_1	
synth	distinct lib cells	32	
synth	most frequent cell after synthesis	dfxtp_1	
critical_path	Slowest cell on crit path	a31o_2	
final_timing	setup_tns	0	ps
die	die width	68.9	um
critical_path	Worst Setup Start Kind	register	
synth	Post-Syn Area	2240	sq um
synth	Mapped Cells	258	
critical_path	setup slack, reg-to-reg	1210	ps
synth	syn avg cell area	8.68	sq um
critical_path	slowest stage delay, CP	730	ps
global_route	initial antenna violation count	0	
drt	Initial DRC Count	130	
clock_network	PostCTS Resize Cnt	0	
finish	Area Overhead vs Synth	10.5	%
synth	Post-synth ARST share	0	
place	Port Buf Inserts	17	
==> worst max path at each step <==
stage	cells past startpoint	to	from
global route	6	count[10]	count[0]
finish	6	count[4]	count[0]
CTS	6	count[4]	count[0]
==> cell families after synthesis <==
kind of cell,after synthesis,synth area share
buffers and inverters,22,0.0620
XOR/XNOR,13,0.0509
adder cells (fa/ha/maj),2,0.0112
AND/OR/NAND/NOR,107,0.282
flip-flops,48,0.429
AND-OR/OR-AND,66,0.164
==> cells in the final DEF, fill, tap and decap left out, drive strengths merged <==
cell type       n
a21oi          32
a31o            1
and2            2
and3            4
and4            6
buf             2
bufinv          1
clkbuf          6
clkdlybuf4s50  17
clkinv          1
dfxtp          48
ha              2
inv             5
nand2           8
nand3          11
nand3b          1
nand4          30
nor2           17
nor3            2
nor4            2
nor4b           1
o21ai          21
o31ai          12
or2             1
or3             5
or4            17
xnor2           4
xor2            9
==> area by class of cell <==
cell class / count / area, sq um
tap: 50 / 62.6
inverter: 5 / 18.8
sequential: 48 / 961
timing repair buffer: 19 / 185
multi-input combinational: 188 / 1140
clock buffer: 6 / 72.6
clock inverter: 2 / 35.0
fill: 388 / 1670
==> report_power, final <==
| group | internal, W | leakage (nW) | switching [W] |
|---|---|---|---|
| Combinational | 0.0000175 | 0.341 | 0.0000319 |
| Clock | 0.000195 | 0.0552 | 0.000165 |
| Sequential | 0.000509 | 0.388 | 0.00000576 |
| Total | 0.000722 | 0.783 | 0.000203 |
==> metal layers <==
layer / global-route usage / part of all wire / up-vias
met5: 0 / 0 / -
met4: 0.0230 / 0.010 / 0
met3: 0.0350 / 0.033 / 5
met2: 0.341 / 0.45 / 41
met1: 0.342 / 0.51 / 921
li1: - / - / 999
==> critical path: cells and delay by family (launching register included) <==
kind | cells | cell delay (ps)
flops | 1 | 350
compound gates | 1 | 730
simple gates | 3 | 1150
buf+inv | 1 | 70
fa+ha+maj | 1 | 160
==> through the flow <==
step | setup slack (ps) | std cells | total power (W) | cell area, sq um | hold WS (ps)
floorplan | 1880 | 258 | 0.000565 | 2240 | 437
global placement | 1250 | 310 | 0.000576 | 2370 | 461
detailed placement | 1260 | 310 | 0.000577 | 2370 | 469
CTS | 1260 | 318 | 0.000936 | 2470 | 487
global route | 1040 | 318 | 0.000959 | 2470 | 506
finish | 1210 | 318 | 0.000925 | 2470 | 482
No activity file was given, so power comes from the tool's default toggle rates.
